### flow/design.v
module im (
  input clk,
  input [31:0] addr,
  output [31:0] data
);
  reg [31:0] mem [0:255];  
  integer i=0;
 initial begin
	for (i=0; i<250; i=i+1) mem[i] = 32'b0; 
    mem[40] = 32'b001000_00000_01000_0000000000000111;  
	 mem[41] = 32'b001000_00000_01001_0000000000001000;  
	 mem[42] = 32'b000011_00000_00000_0000000000001011; 
	 mem[43] = 32'b000000_01000_01001_01010_00000_100000; 
	 mem[44] = 32'b101011_00000_01010_0000000000000000; 
	 mem[45] = 32'b000000_01000_01010_01010_00000_100000; 
	 mem[46] = 32'b100011_00000_01011_0000000000000000; 
	 mem[47] = 32'b000010_00000_00000_0000000000001101; 
	 mem[12] = 32'b000000_11111_00000_00000_00000_001000;  
  end
  assign data = mem[addr>>2];
endmodule
### flow/run.sh
#!/bin/bash
# OpenROAD 26Q1-2900-gdf79404cd8, Yosys 0.63+post, stock flow scripts
make -C /OpenROAD-flow-scripts/flow DESIGN_CONFIG=/design/flow/config.mk WORK_HOME=/design/flow/orfs finish
### flow/config.mk
export PLATFORM = sky130hd
export DESIGN_NAME = im
export DESIGN_NICKNAME = im
export VERILOG_FILES = /design/flow/design.v
export SDC_FILE = /design/flow/constraint.sdc
export NUM_CORES = 4
export LEC_CHECK = 1
export CORE_AREA = 10 10 70 70
export DIE_AREA = 0 0 80 80
export SYNTH_MEMORY_MAX_BITS = 65536
### flow/constraint.sdc
current_design im

set clk_period 1.5
set clk_io_pct 0.2

create_clock -name clk0 -period $clk_period

set non_clock_inputs [all_inputs -no_clocks]
set_input_delay [expr $clk_period * $clk_io_pct] -clock clk0 $non_clock_inputs
set_output_delay [expr $clk_period * $clk_io_pct] -clock clk0 [all_outputs]
==> commit_impl_results.txt <==
Add synthesis and place-and-route results

* Outcome: finished with violations
- Violated checks: setup timing
* Number of buffers and inverters on the critical path: 4
- Worst IR drop on VDD: 0.0351 mV
* Post-synthesis instance area: 487 sq um
- Number of rows in the core area: 21
- The via count of the first global-routing pass came to 605.
- Pin count of the biggest net entering global routing: 7
- Warnings reported by Yosys during synthesis add up to 1.
- Library cell with the largest summed area after synthesis: sky130_fd_sc_hd__buf_4
- Total power per unit cell area: 169 nW/um^2
* Unrepaired setup endpoints after global routing: yes
* Final setup TNS: -1.53 ns
* DIE HEIGHT: 80 um
- The count of buffers added on input and output ports is 27.
* Worst slack, placed: -0.879 ns
* Chip area from the yosys synthesis statistics: 487 sq um
- For this design, Yosys synthesis ends with a cell count of 67.
- Before placement the cells fill 14.2% of the core.
- Critical path's largest stage delay: 0.30 ns
* Vias post-DR: 572
- Per the layout report, the design carries 0 clock buffers.
- Top cells, area: sky130_fd_sc_hd__buf_4 (28%), sky130_fd_sc_hd__ha_1 (18%), sky130_fd_sc_hd__nor2b_1 (6.4%)
- The final timing summary puts the cycle share of the worst path at 111%.
* Chip area: 6400 sq um
- Once detail routing completed, the nets flagged for antenna violations numbered 0.
- Per the detail_route report, vias per standard cell equal 3.55.
- The layout report lists the combined flip-flop and latch area as 0 sq um.
- The number of antenna violations at the first check in global routing came to 0.
* Residual DRC count: 0
- Synth cell types: 21
- Detailed Routing Iterations Pass 1: 2
- In the synthesized netlist, the number of instances is 67.
- Of all nets on the critical path, the largest fanout is 3.
* Kind of cell adding the most delay to the critical path: buffers and inverters
- Per STA, the worst path is made up of buf_8 -> nor4b_4 -> nand2_2 -> buf_4 -> buf_6 -> nor2_4 -> dlygate4sd2_1.
- The number of cells on the worst hold path is listed as 4.
* Layout area overhead: 125%
- Per the final timing report, the hold violations number 0.
* Layout filler cell count: 342
- In this run the tools logged warnings totalling 65.
* Util after Layout: 32.1%
- Number of max-cap violations: 0
- For this block, the routed nets add up to 1860 um of wire.
- Summing all placed instances gives a cell area of 786 sq um.
- CP endpoint kind: output pin
- Crit path kind: in -> out
* Crit path arrival time: 1.37 ns
- The worst hold path belongs to the class in -> out.
- Count of cell instances traversed by the critical path: 7
- Flop Count: 0
- Timing-limited maximum frequency: 599 MHz
- The worst setup path is launched from a primary input.
- The floorplan step set the die width to 80 um.
- The leakage component of the power was reported as 0.516 nW.
* Final Max-Slew Violation Tally: 0
- For reference, the post-synthesis area per instance comes to 7.26 sq um.
- Setup slack after layout: -0.169 ns
* Wire length of the first global-routing pass: 2920 um
- Ports: 65
- Note, the detailed placer reported a final HPWL of 1230 um.
- Global routing used 5.23% of the available tracks across all layers.
- Required time at the worst-slack endpoint: 1.20 ns
* Final setup fails: 12
* Combinational cell area excluding buffers and inverters: 517 sq um
* Post-route cell area: 1100 sq um
- Summed over all layers, the global routing overflow is 0.
* Fraction of final layout cells with drive strength greater than 1: 70.4%
- Clock period minus worst slack: 1.67 ns
- Routability congestion estimate from global placement: 0.779
- The first routing iteration left 26 violations.
- After detailed routing, the average wire length per cell comes to 11.6 um.
* Total inserted antenna cells: 0
- Proportion of netlist area held by the largest area contributor: 27.8%
* Placeable core region: 3420 sq um
* Sequential element share of the synthesized area: 0%
* Max stage delay cell, worst path: sky130_fd_sc_hd__nor4b_4
==> cell usage in the layout, fill, tap and decap left out, types with 2 or more instances in the layout <==
cell,instances
sky130_fd_sc_hd__a21oi_2,5
sky130_fd_sc_hd__buf_12,2
sky130_fd_sc_hd__buf_2,15
sky130_fd_sc_hd__buf_4,17
sky130_fd_sc_hd__buf_6,13
sky130_fd_sc_hd__buf_8,2
sky130_fd_sc_hd__clkdlybuf4s15_1,4
sky130_fd_sc_hd__conb_1,13
sky130_fd_sc_hd__dlygate4sd2_1,3
sky130_fd_sc_hd__ha_1,3
sky130_fd_sc_hd__ha_4,3
sky130_fd_sc_hd__nand2_1,2
sky130_fd_sc_hd__nand2_2,2
sky130_fd_sc_hd__nand2b_1,2
sky130_fd_sc_hd__nor2_2,4
sky130_fd_sc_hd__nor2b_1,3
sky130_fd_sc_hd__nor2b_4,2
==> metal layers <==
metal / part of all wire (%) / global-route usage, %
met5: 0 / 0
met4: 0.38 / 0
met3: 8.3 / 0.795
met2: 48 / 9.23
met1: 43 / 6.88
==> Yosys cell counts <==
| library cell | n |
|---|---|
| sky130_fd_sc_hd__a211oi_1 | 1 |
| sky130_fd_sc_hd__a21oi_1 | 6 |
| sky130_fd_sc_hd__and2_1 | 2 |
| sky130_fd_sc_hd__and3_1 | 1 |
| sky130_fd_sc_hd__buf_2 | 2 |
| sky130_fd_sc_hd__buf_4 | 18 |
| sky130_fd_sc_hd__buf_6 | 1 |
| sky130_fd_sc_hd__conb_1 | 1 |
| sky130_fd_sc_hd__ha_1 | 7 |
| sky130_fd_sc_hd__inv_1 | 2 |
| sky130_fd_sc_hd__mux2i_1 | 2 |
| sky130_fd_sc_hd__nand2_1 | 4 |
| sky130_fd_sc_hd__nand2b_1 | 2 |
| sky130_fd_sc_hd__nor2_1 | 6 |
| sky130_fd_sc_hd__nor2b_1 | 5 |
| sky130_fd_sc_hd__nor3_2 | 1 |
| sky130_fd_sc_hd__nor3_4 | 1 |
| sky130_fd_sc_hd__nor3b_2 | 1 |
| sky130_fd_sc_hd__nor4b_2 | 1 |
| sky130_fd_sc_hd__o21ai_0 | 2 |
| sky130_fd_sc_hd__or4b_1 | 1 |
==> logic make-up after synthesis <==
family                   Yosys count  synth area share, %
buffers and inverters             23                 33.7
adder cells (fa/ha/maj)            7                 18.0
other                              1                0.770
multiplexers                       2                 4.11
AND/OR/NAND/NOR                   25                 33.7
AND-OR/OR-AND                      9                 9.77
==> worst paths after layout <==
| kind | startpoint | end | slack, ns |
|---|---|---|---|
| setup / recovery | addr[6] | data[14] | -0.17 |
| hold / removal | addr[6] | data[3] | 0.93 |
==> where the power goes <==
part           switching (W)  total, W  internal, W
Sequential                 0         0            0
Clock                      0         0            0
Combinational      0.0000809  0.000185     0.000104
Total              0.0000809  0.000185     0.000104
==> per-stage QoR <==
step	std cells	total power, W	hold WS, ns
after floorplan	79	0.0000682	0.615
after global placement	142	0.000105	1.66
after detailed placement	142	0.000106	1.65
after CTS	157	0.000159	0.940
after global routing	161	0.000201	0.950
final	161	0.000185	0.935
==> area by class of cell <==
type / count / share of cell area (%)
multi-input cells: 56 / 47.1
repair buffers: 57 / 45.3
well taps: 46 / 5.25
inverters: 2 / 2.28
==> what timing repair did <==
action                                  4_1_cts  5_1_grt
hold buffers                                  0        0
gates cloned                                  0        0
endpoints found under the setup margin       19       19
buffers inserted                             15        4
endpoints found under the hold margin         0        0
gates resized                               128       17
pin swaps                                    16        8
Power and IR drop assume default switching activity.
