==> ./run.sh <==
#!/bin/bash
# OpenROAD 26Q1-2900-gdf79404cd8, Yosys 0.63+post, stock flow scripts
make -C /OpenROAD-flow-scripts/flow DESIGN_CONFIG=/design/flow/config.mk WORK_HOME=/design/flow/orfs finish
==> ./config.mk <==
export PLATFORM = sky130hd
export DESIGN_NAME = reg_file
export DESIGN_NICKNAME = reg_file
export VERILOG_FILES = /design/flow/design.v
export SDC_FILE = /design/flow/constraint.sdc
export NUM_CORES = 4
export LEC_CHECK = 1
export CORE_UTILIZATION = 50
==> ./constraint.sdc <==
current_design reg_file

set clk_period 10.0
set clk_io_pct 0.2

create_clock -name clk0 -period $clk_period [get_ports {clk}]

set non_clock_inputs [all_inputs -no_clocks]
set_input_delay [expr $clk_period * $clk_io_pct] -clock clk0 $non_clock_inputs
set_output_delay [expr $clk_period * $clk_io_pct] -clock clk0 [all_outputs]
==> ./design.v <==
module reg_file (
  input  [4:0]  readReg1, readReg2, writeReg,
  input  [31:0] writeData,
  input regWrite, clk,
  output [31:0] readData1, readData2);
  reg [5:0]i;
  reg [31:0] regs [0:31];
  initial begin
    for(i = 0; i < 32; i = i + 1) begin
      regs[i] = 0;
    end
	 regs[29] = 32'd10000;
  end
  always @(posedge clk) begin 
    if(regWrite != 0)  
      regs[writeReg] = writeData;
  end
  assign readData1 = (readReg1 != 0) ? regs[readReg1] : 0;
  assign readData2 = (readReg2 != 0) ? regs[readReg2] : 0;
endmodule
==> impl_metrics.yaml <==
# physical design summary
power_and_ir_drop:
  power.ir.vdd_worst_uv: 122
  power_per_cell_area_nw_per_um2: 179
  static-leakage-power_nw: 17.2
clock_network:
  cts_tree: "done"
  ctsLongestPathBuffers: 3
  cts.repair_timing.setup_buffer_count: 0
  clock_slew_at_reported_path_ffs_ps: 60
  cts-buffers-inserted: 107
  root_buffer: "sky130_fd_sc_hd__clkbuf_16"
  cts_sinks: 1024
  cts.hold.buffers_added: 0
  h-tree-depth: 3
  postCtsResizedCells: 0
worst_hold_path:
  worst_hold_path.num_cells: 2
  hold_path.class: "primary input to flip-flop"
drt:
  drc: 0
  detailroute.via_count: 26600
  viasPerCell: 6.83
  initialDrtViolationCount: 1805
  wl_per_cell_um: 38.0
  drt_first_pass_iters: 8
  postRouteWirelength_mm: 148
  antenna_violating_nets_post_route: 0
placed_design:
  dp_hpwl_mm: 87.4
  place_ws_ps: 1770
  io_buffer_count: 112
  final_weighted_congestion_of_routability_driven_global_placement: 0.916
floorplan:
  design.portCount: 113
  initCoreUtil_pct: 50.4
  std_cell_rows: 112
  floorplan.die.width_um: 308
  chipHeight_um: 308
  fp.dieArea_um2: 95200
  core_area_um2: 93200
grt:
  initial_antenna_violation_count: 4
  grt_start_max_net_pins: 87
  grt_pass1_vias: 29600
  first_pass_grt_wire_length_mm: 209
  gr-total-overflow: 0
  globalRouteTotalUtil_pct: 35.8
critical_path:
  worstSetupStartpointType: "primary input"
  worst_path_fanout_max: 39
  path_class: "primary input to primary output"
  timing.critical_path.arrival_ps: 6380
  timing.critical_path.to_type: "primary output"
  cp_data_required_time_ps: 8000
sta:
  hold_violations: 0
  post-route-period-util_pct: 83.8
  tightest_slew_ps: 1460
  clock.fmax_ghz: 0.119
  period_needed_ps: 8380
  worst_slew_margin_rel_pct: 1.89
  fin_setup_tns_ps: 0
  final-max-slew-violation-count: 0
  final-setup-viol-count: 0
  holdWs_ps: 2120
  rsz0062_at_grt: "no"
  layout_setup_ws_ps: 1620
yosys:
  top_area_cell: "sky130_fd_sc_hd__edfxtp_1"
  yosys_cell_count: 2400
  synthCells: 2400
  synth.cell_area_um2: 47000
  post_synth.cell_area_avg_um2: 19.6
  synth-seq-area-share_pct: 65.5
  topCellsByArea: "sky130_fd_sc_hd__edfxtp_1, sky130_fd_sc_hd__mux4_2, sky130_fd_sc_hd__mux2i_1"
  yosys_area_um2: 47000
  postSynthRegisterBits: 1024
  synth.top_cell.area_share_pct: 65.5
  count_of_synthesis_stage_warnings_from_yosys: 1
  yosysUniqueCellTypes: 40
run:
  maximum_capacitance_violations: 0
  tool_warnings: 26
final_layout:
  layout-area-overhead-vs-synth_pct: 14.0
  post_route_cells_drive_above_1_share_pct: 29.3
  largest_reg_flops: 1024
outcome:
  outcome: "finished clean"
-- critical path, stage by stage --
cell and delay [ps]:
sky130_fd_sc_hd__clkdlybuf4s50_1 920, sky130_fd_sc_hd__or3b_2 490, sky130_fd_sc_hd__buf_4 740, sky130_fd_sc_hd__o221ai_1 230
sky130_fd_sc_hd__a211oi_1 1200, sky130_fd_sc_hd__nor3_1 170, sky130_fd_sc_hd__buf_4 210, sky130_fd_sc_hd__clkdlybuf4s50_1 380
-- metrics by stage --
stage	power [mW]	instance area [um2]	util, %	std cells
after floorplan	5.34	47000	-	2400
after global placement	5.74	50000	53.6	3691
after detailed placement	5.76	50100	53.7	3698
after CTS	9.63	53500	57.4	3890
after global routing	9.84	53500	57.4	3893
final	9.59	53500	57.4	3894
-- cells in the final DEF (no fill, tap or decap), types with 4 or more instances in the layout --
| cell | Yosys | layout |
|---|---|---|
| sky130_fd_sc_hd__edfxtp_1 | 1024 | 1024 |
| sky130_fd_sc_hd__mux4_2 | 425 | 425 |
| sky130_fd_sc_hd__mux2i_1 | 183 | 183 |
| sky130_fd_sc_hd__buf_4 | 20 | 125 |
| sky130_fd_sc_hd__clkbuf_16 | 0 | 109 |
| sky130_fd_sc_hd__clkdlybuf4s50_1 | 0 | 105 |
| sky130_fd_sc_hd__nand2_1 | 65 | 64 |
| sky130_fd_sc_hd__a22o_1 | 62 | 62 |
| sky130_fd_sc_hd__o22ai_1 | 55 | 55 |
| sky130_fd_sc_hd__a21oi_1 | 46 | 46 |
| sky130_fd_sc_hd__a211oi_1 | 47 | 45 |
| sky130_fd_sc_hd__nor2_4 | 0 | 33 |
| sky130_fd_sc_hd__nor3_1 | 32 | 32 |
| sky130_fd_sc_hd__o221ai_1 | 31 | 31 |
| sky130_fd_sc_hd__clkinv_1 | 0 | 27 |
| sky130_fd_sc_hd__inv_1 | 25 | 24 |
| sky130_fd_sc_hd__a221oi_1 | 23 | 23 |
| sky130_fd_sc_hd__a211o_1 | 23 | 23 |
| sky130_fd_sc_hd__a2111oi_0 | 31 | 21 |
| sky130_fd_sc_hd__clkbuf_1 | 104 | 20 |
| sky130_fd_sc_hd__mux2_1 | 19 | 19 |
| sky130_fd_sc_hd__clkinv_2 | 0 | 18 |
| sky130_fd_sc_hd__and2_1 | 13 | 12 |
| sky130_fd_sc_hd__bufinv_16 | 0 | 12 |
| sky130_fd_sc_hd__a32o_1 | 9 | 9 |
| sky130_fd_sc_hd__nor4_1 | 9 | 9 |
| sky130_fd_sc_hd__nand3b_1 | 7 | 7 |
| sky130_fd_sc_hd__a2111oi_2 | 0 | 7 |
| sky130_fd_sc_hd__buf_12 | 0 | 6 |
| sky130_fd_sc_hd__mux2_2 | 5 | 5 |
| sky130_fd_sc_hd__nor2b_1 | 8 | 5 |
| sky130_fd_sc_hd__nand3_1 | 4 | 4 |
| sky130_fd_sc_hd__or3b_2 | 3 | 4 |
| sky130_fd_sc_hd__buf_2 | 58 | 4 |
-- synthesized netlist by cell type (all sizes together) --
library cell / instances
nand3: 4
nor2: 35
or3b: 5
a22o: 62
nor4: 9
a21oi: 46
buf: 97
o221ai: 31
nand3b: 7
or3: 2
a211o: 23
inv: 25
o211ai: 1
mux2i: 183
a2111oi: 31
a21boi: 1
and3: 1
o22a: 1
a211oi: 47
nand2: 65
a32o: 9
and2: 13
nor2b: 8
mux2: 24
a221o: 1
nor3: 33
a221oi: 23
and4: 1
edfxtp: 1024
nor4b: 1
mux4: 425
nand2b: 3
clkbuf: 104
o22ai: 55
-- cells by family (layout without fill, tap and decap cells) --
logic type	count (synthesis)	in the layout	synth area share, %
flops	1024	1024	65.5
mux	632	632	24.9
compound gates	331	331	5.41
buf+inv	226	463	2.31
simple gates	187	187	1.94
other cells	0	3	0
-- report_power, final --
part           internal, mW  leakage, nW  switching [mW]
sequential             4.78         9.22          0.0206
combinational         0.368         6.26           0.515
clock                  2.29         1.68            1.62
total                  7.44         17.2            2.16
-- final cells by class --
type                            instances  area (um2)
Clock inverter                         63         628
Tap cell                             1254        1570
Multi-Input combinational cell       1150       15500
Inverter                               25        96.3
Timing Repair Buffer                  246        2210
Clock buffer                          129        2800
Antenna cell                            3        7.51
Sequential cell                      1024       30700
Fill cell                            6661       39700
-- metal layers --
metal / wire [um] / track usage [%] / vias to the layer above
met3: 32900 / 34.3 / 310
met1: 42800 / 40.9 / 13300
li1: - / - / 10700
met2: 66200 / 48.6 / 2272
met5: 806 / 6.82 / -
met4: 5010 / 8.69 / 20
-- final timing paths --
kind                            endpoint          start
hold / removal    regs[12][15]$_DFFE_PP_  writeData[15]
setup / recovery            readData2[5]    readReg2[3]
Power and IR drop assume default switching activity.
