[design/flow/design.v]
module mux32bit_4to1(input [31:0] i0, i1,i2,i3,input s,output reg [31:0] z);
	always @(*) 
	begin
		case(s)
			0:z=i0;
			1:z=i1;
			2:z=i2;
			3:z=i3;
		endcase
	end
endmodule
[design/flow/constraint.sdc]
current_design mux32bit_4to1

set clk_period 1.0
set clk_io_pct 0.2

create_clock -name clk0 -period $clk_period

set non_clock_inputs [all_inputs -no_clocks]
set_input_delay [expr $clk_period * $clk_io_pct] -clock clk0 $non_clock_inputs
set_output_delay [expr $clk_period * $clk_io_pct] -clock clk0 [all_outputs]
[design/flow/config.mk]
export PLATFORM = sky130hd
export DESIGN_NAME = mux32bit_4to1
export DESIGN_NICKNAME = mux32bit_4to1
export VERILOG_FILES = /design/flow/design.v
export SDC_FILE = /design/flow/constraint.sdc
export NUM_CORES = 4
export LEC_CHECK = 1
export CORE_AREA = 10 10 71 71
export DIE_AREA = 0 0 81 81
[design/flow/run.sh]
#!/bin/bash
# OpenROAD 26Q1-2900-gdf79404cd8, Yosys 0.63+post, stock flow scripts
make -C /OpenROAD-flow-scripts/flow DESIGN_CONFIG=/design/flow/config.mk WORK_HOME=/design/flow/orfs finish
==> results.rst <==
Metrics
=======

.. list-table::
   :header-rows: 1

   * - Metric
     - Value
   * - Share of final-layout standard cells stronger than drive strength 1
     - 54.6%
   * - Worst path max stage delay
     - 0.28 ns
   * - Die X
     - 81 um
   * - Flop count
     - 0
   * - OpenROAD warning count
     - 98
   * - Crit end category
     - output port
   * - Peak ir drop on the vdd network
     - approximately 0.00017 V
   * - Count of buffers from port buffering
     - approximately 97
   * - Antenna Diode Count
     - 0
   * - Number of global-route vias before repair
     - 802
   * - Post-synthesis cell count from yosys
     - 36
   * - Cell family with most CP delay
     - buffers and inverters
   * - Crit start category
     - input pin
   * - Die Height
     - just over 80 um
   * - Status
     - finished, violations left
   * - Count of mapped cells out of synthesis
     - 36
   * - I/O pins
     - 161
   * - Library cell occupying the most area in the post-synthesis netlist
     - sky130_fd_sc_hd__mux2_4
   * - Count of distinct cell types in the synthesized netlist
     - 4
   * - Area taken by flip-flops and latches
     - 0 um^2
   * - Ys Warns
     - 1
   * - Antenna violations before repair
     - 0
   * - Class of the tightest hold or removal check
     - in -> out
   * - Drt total wl
     - 3040 um
   * - Post-synth area hogs
     - sky130_fd_sc_hd__mux2_4, sky130_fd_sc_hd__buf_12, sky130_fd_sc_hd__mux2_2
   * - Worst path arrival time
     - 0.98 ns
   * - Most frequent CP cell
     - sky130_fd_sc_hd__buf_12
   * - Final non-filler cell area
     - between 0.0015 and 0.002 mm^2
   * - Drt pass-1 iters
     - 2
   * - Number of nets with antenna violations after detailed routing
     - 0
   * - DRC marker count from the first detailed-route iteration
     - 7
   * - Worst Tran Pin Value
     - 0.0924 ns
   * - Critical setup path kind
     - in -> out
   * - Vias
     - approximately 720
   * - Pre-CTS setup slack
     - -0.514 ns
   * - Shortest clock period the worst path allows after layout
     - ~1.2 ns
   * - Relative slew slack
     - about 94%
   * - Setup repair after global routing missed its margin
     - yes
   * - Area share of the largest cell type after synthesis
     - 82.8%
   * - Area after detailed placement
     - 0.00154 mm^2
   * - Synth Seq Share
     - 0%
   * - Mean cell area of the mapped netlist
     - 15.1 um^2
   * - Via density
     - about 3.8
   * - Max frequency
     - 0.846 GHz
   * - Top cell types by occurrence after synthesis
     - sky130_fd_sc_hd__mux2_4, sky130_fd_sc_hd__buf_12, sky130_fd_sc_hd__mux2_2
   * - Total of clock buffers placed in the layout
     - 0
   * - Core Footprint
     - 0.00363 mm^2
   * - Wire length of the first global-routing pass
     - 4360 um
   * - Area of the die
     - around 0.0066 mm^2
   * - Violations in the final reports
     - negative setup slack
   * - Required arrival time at the worst endpoint
     - 0.80 ns
   * - Average wire length per cell after detail routing
     - 16.1 um
   * - Aggregate global-route resource usage
     - 8.20%
   * - Total of endpoints with negative setup slack in the final report
     - 32
   * - Fin. max-slew vios
     - 0
   * - Final Hold Vio Count
     - 0
   * - Tcrit/Tclk final
     - 118%
   * - Worst Path Buf+Inv
     - 4
   * - Post-synthesis cell type with the largest instance count
     - sky130_fd_sc_hd__mux2_4
   * - DRC
     - 0
   * - Hold slack final
     - 0.695 ns
   * - CP max stage cell
     - sky130_fd_sc_hd__mux2_4
   * - Placer Congestion
     - 0.816
   * - Max Cap Viol
     - 0
   * - Number of placement rows
     - 22
   * - Chain of cells forming the critical path
     - buf_12 -> buf_12 -> buf_8 -> mux2_4 -> buf_2
   * - Starting density of the core
     - 15.0%
   * - Minimum setup slack in the final design
     - -0.182 ns
   * - Leakage power
     - roughly 0.91 nW
   * - Largest net degree at the start of global routing
     - 11
   * - Largest fanout on the critical path
     - 8
   * - Cell area after synthesis
     - 544 um^2
   * - Summed negative setup slack over all endpoints
     - -3.42 ns
   * - Pwr Density
     - 397 mW/mm^2
   * - Area growth, synth to finish
     - 201%
   * - Global-route congestion overflow total
     - 0
   * - Area of the synthesized netlist per yosys stat
     - 544 um^2
-- where the power goes --
| part | switching (mW) | total (mW) | internal (mW) |
|---|---|---|---|
| sequential | 0 | 0 | 0 |
| combinational | 0.146 | 0.649 | 0.503 |
| clock | 0 | 0 | 0 |
-- placed cells by master, fill, tap and decap left out --
cell | synthesis | final
sky130_fd_sc_hd__buf_8 | 0 | 1
sky130_fd_sc_hd__buf_4 | 0 | 1
sky130_fd_sc_hd__clkdlybuf4s50_1 | 0 | 8
sky130_fd_sc_hd__buf_2 | 0 | 10
sky130_fd_sc_hd__dlygate4sd2_1 | 0 | 49
sky130_fd_sc_hd__dlymetal6s2s_1 | 0 | 7
sky130_fd_sc_hd__mux2_4 | 30 | 31
sky130_fd_sc_hd__buf_6 | 1 | 28
sky130_fd_sc_hd__mux2_2 | 2 | 1
sky130_fd_sc_hd__buf_12 | 3 | 3
sky130_fd_sc_hd__buf_16 | 0 | 2
-- path summary, 6_finish.rpt --
| check | start | to | slack, ns | depth (start not counted) |
|---|---|---|---|---|
| worst max-delay path | s | z[2] | -0.18 | 5 |
| worst min-delay path | i0[4] | z[4] | 0.69 | 3 |
-- stage by stage --
stage               util, %  power (mW)  cells
finish                 45.0       0.649    189
global route           45.0       0.694    189
CTS                    42.4       0.613    189
global placement       42.4       0.659    179
detailed placement     42.4       0.661    179
floorplan                 -       0.206     36
-- routing by layer --
metal / part of all wire, % / track usage [%]
met2: 49 / 14.0
met4: 0 / 0
met3: 12 / 3.45
met1: 39 / 10.0
met5: 0 / 0
-- timing repair --
action | 4_1_cts | 5_1_grt
gates cloned | 2 | 0
hold buffers | 0 | 0
gates resized | 168 | 21
setup buffers | 8 | 0
endpoints found under the setup margin | 32 | 32
-- cell families after synthesis --
group                  Yosys count  synth area share, %
muxes                           32                 86.9
buffers and inverters            4                 13.1
-- worst min-delay path: stages --
cell	delay, ns
sky130_fd_sc_hd__dlymetal6s2s_1	0.08
sky130_fd_sc_hd__mux2_4	0.13
sky130_fd_sc_hd__buf_2	0.08
-- layout make-up --
class                           instances  area (um^2)
Tap cell                               48         60.1
Multi-Input combinational cell         32          477
Fill cell                             351         2000
Timing Repair Buffer                  109         1100
Power figures rest on the tool's default switching activity, not on a simulated workload.
